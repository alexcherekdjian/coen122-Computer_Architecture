`./run.sh`:
```
#!/bin/bash
# OpenROAD 26Q1-2900-gdf79404cd8, Yosys 0.63+post, stock flow scripts
make -C /OpenROAD-flow-scripts/flow DESIGN_CONFIG=/design/flow/config.mk WORK_HOME=/design/flow/orfs finish
```
`./config.mk`:
```
export PLATFORM = sky130hd
export DESIGN_NAME = idex
export DESIGN_NICKNAME = idex
export VERILOG_FILES = /design/flow/design.v
export SDC_FILE = /design/flow/constraint.sdc
export NUM_CORES = 4
export LEC_CHECK = 1
export CORE_AREA = 10 10 128 128
export DIE_AREA = 0 0 138 138
```
`./constraint.sdc`:
```
current_design idex

set clk_period 1.0
set clk_io_pct 0.2

create_clock -name clk0 -period $clk_period [get_ports {clk}]

set non_clock_inputs [all_inputs -no_clocks]
set_input_delay [expr $clk_period * $clk_io_pct] -clock clk0 $non_clock_inputs
set_output_delay [expr $clk_period * $clk_io_pct] -clock clk0 [all_outputs]
```
`./design.v`:
```
module idex(clk, rs, rt, addr, rd, alu_op, reg_write, branch_z, branch_neg, memtoreg, pctoreg, mem_r, mem_w, jump, jump_mem, rs_out, rt_out, addr_out, rd_out, alu_op_out, reg_write_out, branch_z_out, branch_neg_out, memtoreg_out, pctoreg_out, mem_r_out, mem_w_out, jump_out, jump_mem_out);
    input clk;
    input [31:0] rs;
	input [31:0] rt;
	input [31:0] addr;
	input [5:0] rd;
	input [3:0] alu_op;
	input reg_write;
	input branch_z;
	input branch_neg;
	input memtoreg;
	input pctoreg;
	input mem_r;
	input mem_w;
	input jump;
	input jump_mem;
    output reg [31:0] rs_out;
	output reg [31:0] rt_out;
	output reg [31:0] addr_out;
	output reg [5:0] rd_out;
	output reg [3:0] alu_op_out;
	output reg reg_write_out;
	output reg branch_z_out;
	output reg branch_neg_out;
	output reg memtoreg_out;
	output reg pctoreg_out;
	output reg mem_r_out;
	output reg mem_w_out;
	output reg jump_out;
	output reg jump_mem_out;
	always@(posedge clk)
    begin
		rs_out = rs;
		rt_out = rt;
		addr_out = addr;
		rd_out = rd;
		alu_op_out = alu_op;
		reg_write_out = reg_write;
		branch_z_out = branch_z;
		branch_neg_out = branch_neg;
		memtoreg_out = memtoreg;
		pctoreg_out = pctoreg;
		mem_r_out = mem_r;
		mem_w_out = mem_w;
		jump_out = jump;
		jump_mem_out = jump_mem;
    end
endmodule
```
==> out/qor.yml <==
outcome: "finished with violations"
violations: "setup timing"
final_util_pct: 35.7
hold_depth: 1
fill_cells: 1371
required_ns: 0.80
die-area_mm2: 0.0190
antenna_found_initial: 0
hold_path.startpoint: "rs[16]"
die_h_um: 138
die_w_um: 138
cts_made_buffers: 17
logic_area_um2: 0
gp_congestion: 0.769
cp-start-kind: "flop"
synthCells: 115
seq_area_mm2: 0.00232
grt_overflow: 0
synthDistinctLibCells: 1
final-setup-viol-count: 12
grt_usage_pct: 7.94
cp-end-kind: "output pin"
core_area_mm2: 0.0138
maxCapViolCount: 0
drc: 0
grt_max_degree: 17
leakage_nw: 2.18
grt_pass1_vias: 1853
ios: 231
fin_crit_ns: 1.03
dp_hpwl_um: 6170
cts_htree_levels: 4
worst_path_max_delay_cell: "dfxtp_2"
cts_num_sinks: 115
post_synth.cell_area_avg_um2: 20.0
logic_gates: 0
drt_pass1_iterations: 3
slew_viol_final: 0
power_density_mw_per_mm2: 2410
root_buffer: "clkbuf_16"
arrival_ns: 0.83
ys.flops: 115
vias: 1766
post_drt_wl_per_cell_um: 13.9
setup_tns_ns: -0.100
fp_util_pct: 16.7
min_to: "rs_out[16]$_DFF_P_"
hold_viol: 0
tightest_slew_ns: 0.176
yosys_area_mm2: 0.00230
clock.fmax_ghz: 0.970
critPathKind: "flop to output pin"
cts_tree: "built"
worst_path_largest_cell_delay_ns: 0.31
synth_area_mm2: 0.00230
min_path_type: "input pin to flop"
clockBufferDepth: 2
viasPerCell: 3.18
path_cells: "buf_2"
ir_worst_vdd_uv: 1220
drive_above_1_share_pct: 41.5
holdBufCountCts: 0
fin_ws_ns: -0.0312
grt_pass1_wl_um: 11800
portBuffers: 230
path_buffers: 1
ys_seq_share_pct: 100
final_antenna_net_count: 0
yosysWarnings: 1
drt-total-wl_um: 7710
rsz0062_at_grt: "yes"
cp_top_family: "flip-flops"
fin_crit_sh_pct: 103
drtIter0Drc: 31
yosysCellCount: 115
num_antenna_cells: 0
row_count: 43
tool_warnings: 27
path_clk_slew_ns: 0.05
crit_fanout: 1
syn_to_final_growth_pct: 113
slew_headroom_pct: 88.3
dpl_cell_area_mm2: 0.00483
fin_area_mm2: 0.00491
## what timing repair did
item	4_1_cts	5_1_grt
gates resized	364	9
buffers inserted	0	0
endpoints found under the setup margin	115	115
## power by group
group | switching [mW] | internal (mW) | leakage, nW
Combinational | 0.103 | 0.541 | 0.909
Sequential | 0.0486 | 4.84 | 0.971
Clock | 1.95 | 4.33 | 0.305
## cell usage in the layout (no fill, tap or decap)
cell type        instances
clkbuf_1                 1
buf_2                  112
dfxtp_1                104
bufinv_16                4
clkbuf_8                 3
dfxtp_2                 11
clkdlybuf4s50_1        115
clkinv_2                 4
buf_6                    3
clkbuf_16               17
clkinvlp_4               2
## layer usage
layer  vias to the layer above  global-route usage, %  share of wire [%]
met3                         8                   5.66                 14
met1                       757                   9.67                 41
met5                         -                      0                  0
li1                        857                      -                  -
met2                       144                   11.3                 43
met4                         0                   1.66                1.9
## cell usage after synthesis
| cell type | instances | area (µm²) |
|---|---|---|
| dfxtp_1 | 115 | 2300 |
## worst max path at each step
stage	slack, ns	endpoint	cells after the start	startpoint
after CTS	-0.06	rs_out[10]	1	rs_out[10]$_DFF_P_
after global routing	-0.06	rt_out[2]	1	rt_out[2]$_DFF_P_
final	-0.03	rt_out[2]	1	rt_out[2]$_DFF_P_
## layout make-up
type	instances	share of cell area, %
Clock buffer	21	9.58
Tap cell	180	4.58
Timing Repair Buffer	230	35.5
Sequential cell	115	47.1
Clock inverter	10	3.16
## kinds of logic (layout without fill, tap and decap cells)
| logic type | Yosys count | after routing | synth area share [%] |
|---|---|---|---|
| flip-flops | 115 | 115 | 100 |
| buffers and inverters | 0 | 261 | 0 |
## sequential cells by signal, indices dropped and copies added, names as in the netlist
register,cells
rd_out,6
jump_mem_out,1
addr_out,32
branch_z_out,1
mem_r_out,1
pctoreg_out,1
mem_w_out,1
alu_op_out,4
jump_out,1
memtoreg_out,1
rs_out,32
branch_neg_out,1
rt_out,32
reg_write_out,1
## through the flow
step                power, mW  hold slack (ns)  setup slack [ns]  cells
detailed placement       5.87            0.652          -0.00822    525
global route             12.3            0.213           -0.0635    556
floorplan                4.92            0.228             0.538    115
global placement         5.86            0.649           -0.0267    525
CTS                      12.0            0.202           -0.0625    556
finish                   11.8            0.235           -0.0312    556
Power figures rest on the tool's default switching activity, not on a simulated workload.
