[flow/config.mk]
export PLATFORM = sky130hd
export DESIGN_NAME = register
export DESIGN_NICKNAME = register
export VERILOG_FILES = /design/flow/design.v
export SDC_FILE = /design/flow/constraint.sdc
export NUM_CORES = 4
export LEC_CHECK = 1
export CORE_UTILIZATION = 40
[flow/constraint.sdc]
current_design register

set clk_period 12.7
set clk_io_pct 0.2

create_clock -name clk0 -period $clk_period [get_ports {clk}]

set non_clock_inputs [all_inputs -no_clocks]
set_input_delay [expr $clk_period * $clk_io_pct] -clock clk0 $non_clock_inputs
set_output_delay [expr $clk_period * $clk_io_pct] -clock clk0 [all_outputs]
[flow/design.v]
module register(clk, writeSignal, rs_addr, rt_addr, rd_addr, dataIn, rsOut, rtOut);
    input clk;
    input writeSignal;  
    input [5:0] rs_addr;  
    input [5:0] rt_addr;  
    input [5:0] rd_addr;  
    input [31:0] dataIn;  
    output reg [31:0] rsOut;  
    output reg [31:0] rtOut;  
    reg [31:0] regs [63:0];
    always@(posedge clk) 
    begin
        if(writeSignal) 
            regs[rd_addr] <= dataIn;  
        rsOut <= regs[rs_addr]; 
        rtOut <= regs[rt_addr];
    end
endmodule
[flow/run.sh]
#!/bin/bash
# OpenROAD 26Q1-2900-gdf79404cd8, Yosys 0.63+post, stock flow scripts
make -C /OpenROAD-flow-scripts/flow DESIGN_CONFIG=/design/flow/config.mk WORK_HOME=/design/flow/orfs finish
==> impl_metrics.json <==
{
  "tightest_slew_ns": 1.33,
  "cp-end-kind": "flop",
  "syn_inst": 4412,
  "antenna_found_initial": 13,
  "clock_sink_count": 2112,
  "cts_made_buffers": 214,
  "maxCapViolCount": 0,
  "vias": 50300,
  "cts_setup_buffers": 0,
  "crit_family": "buffers and inverters",
  "dpl.cell_count": 7587,
  "power_uw": 15400,
  "startpoint_type": "primary input",
  "setup_tns_ns": 0,
  "routabilityCongestion": 0.887,
  "grt_pass1_wl_mm": 426,
  "ys_area_um2": 95700,
  "skew_ns": 0.0364,
  "drive_gt1_share_pct": 38.1,
  "p_leak_uw": 0.0337,
  "root_buffer": "clkbuf_16",
  "cts_resized": 0,
  "ctsHoldBuffers": 0,
  "vdd_drop_max_mv": 0.151,
  "critPathLaunch": "rt_addr[0]",
  "clkSlewWorstSetupHoldPaths_ns": 0.06,
  "wl_per_cell_um": 37.8,
  "r2r_start": "regs[45][3]",
  "netlist_area_um2": 95700,
  "drv_slew": 0,
  "busiest_layer": "met2",
  "postSynthSeqShare_pct": 65.6,
  "die_h_um": 491,
  "die_width_um": 491,
  "fillers": 19500,
  "p_int_uw": 11900,
  "vias_per_cell": 6.29,
  "htreeDepth": 4,
  "sw_frac_of_total_pct": 23.0,
  "comb_power_share_pct": 8.2,
  "avgSynthCellArea_um2": 21.7,
  "ant_nets": 0,
  "timing_worst_setup_path_type": "in -> reg",
  "drtIter0Drc": 3508,
  "clockBufferDepth": 3,
  "p_seq_share_pct": 50.3,
  "use_met3_pct": 24.4,
  "slowest_stage": "buf_4",
  "die_area_um2": 241000,
  "setup_violations": 0,
  "grt_usage_pct": 28.1,
  "synth_cell_types": 38,
  "ios": 116,
  "warning_count": 26,
  "hp-class": "reg -> reg",
  "arrival_ns": 6.79,
  "finalHoldViolCount": 0,
  "hpwl_mm": 176,
  "p_clk_share_pct": 41.5,
  "routed_wl_mm": 302,
  "fin_crit_sh_pct": 47.8,
  "port_buffers": 115,
  "crit_top_cell": "buf_4",
  "synth_flops": 2112,
  "fmax_mhz": 165,
  "hold_ws_ns": 0.882,
  "clk_latency_ns": 0.88,
  "drc": 0,
  "power_density_nw_per_um2": 142,
  "worstPathRequired_ns": 13.42,
  "crit_path_cell_trace": "buf_8 -> buf_4 -> buf_4 -> buf_4 -> buf_4 -> mux4_2 -> mux2_2 -> o211ai_1 -> a21oi_1",
  "rsz0062_at_grt": "no",
  "ys.warnings.count": 1,
  "min_period_ns": 6.07,
  "drt_pre_antenna_iters": 24,
  "core_area_um2": 238000,
  "hold_start": "regs[19][25]",
  "grt_pass1_vias": 56900,
  "grt_use_met1_pct": 31.2,
  "outcome": "completed",
  "area_delta_synth_final_pct": 13.3,
  "max_stage_delay_ns": 0.70,
  "power.net_switching_uw": 3550,
  "fin_cells": 7997,
  "rows": 179,
  "max-slew-margin-rel_pct": 11.1,
  "met2_usage_pct": 40.4,
  "cts_tree": "done",
  "ys_cells": 4412,
  "initCoreUtil_pct": 40.2,
  "grt_max_degree": 83,
  "critical_path.max_fanout": 44,
  "overflow": 0,
  "cp.buffers_inverters": 5
}
logic make-up (layout without fill, tap and decap cells):
| family | count (synthesis) | in the layout | synth area share, % |
|---|---|---|---|
| DFF | 2112 | 2112 | 65.6 |
| AOI/OAI and AO/OA | 340 | 340 | 2.39 |
| other | 0 | 9 | 0 |
| muxes | 1364 | 1364 | 29.0 |
| and+or+nand+nor | 248 | 248 | 1.13 |
| buffers and inverters | 348 | 757 | 1.83 |
placed cells by master (no fill, tap or decap), types with 13 or more instances in the layout:
cell	n
edfxtp_1	2048
mux4_2	1124
buf_4	236
clkbuf_16	215
mux2i_1	204
nand2_1	92
a22oi_1	85
clkdlybuf4s50_1	72
dfxtp_1	64
nor2_4	63
a21oi_1	58
o22ai_1	56
clkbuf_1	49
clkinv_2	41
mux2_2	36
clkinv_1	35
buf_2	33
nor2_1	31
o21ai_1	31
o211ai_1	27
bufinv_16	20
o21ai_0	18
nor2b_1	16
o221ai_1	16
clkbuf_8	16
a211oi_1	15
a221oi_1	13
state kept, by name, indices dropped and copies added (netlist names):
name   cells
regs    2048
rtOut     32
rsOut     32
routing by layer:
metal | vias to the layer above | share of wire, %
li1 | 20000 | -
met1 | 25900 | 29
met2 | 3843 | 47
met3 | 543 | 20
met4 | 41 | 3.4
met5 | - | 0.34
stage by stage:
step / instance area, um^2 / util (%) / worst slack [ns]
after floorplan: 95700 / - / 6.97
after global placement: 101000 / 42.6 / 5.60
after detailed placement: 101000 / 42.6 / 5.63
after CTS: 108000 / 45.6 / 6.56
after global routing: 108000 / 45.6 / 6.18
final: 108000 / 45.6 / 6.63
worst min-delay path, stage by stage (launching register included):
cell	delay, ns
edfxtp_1	0.34
mux4_2	0.23
a22oi_1	0.06
nand2_1	0.06
o21ai_1	0.06
o22ai_1	0.10
final timing paths:
kind	to	slack [ns]	cells after the start
min reg2reg	rsOut[25]	0.88	5
min	rsOut[25]	0.88	5
max reg2reg	rsOut[3]	10.26	4
max	rtOut[25]	6.63	9
cell usage after synthesis, drive strengths merged:
library cell | count | area share [%]
edfxtp | 2048 | 64
mux4 | 1124 | 26
buf | 212 | 1.3
mux2i | 204 | 2.1
clkbuf | 135 | 0.53
nor2 | 94 | 0.37
nand2 | 93 | 0.36
a22oi | 85 | 0.67
dfxtp | 64 | 1.3
a21oi | 58 | 0.30
o22ai | 56 | 0.37
o21ai | 49 | 0.26
mux2 | 36 | 0.42
o211ai | 27 | 0.21
nor2b | 19 | 0.12
o221ai | 16 | 0.15
a211oi | 15 | 0.12
a221oi | 13 | 0.12
a32oi | 9 | 0.082
nand3 | 9 | 0.047
o32a | 9 | 0.094
nand2b | 8 | 0.052
and2 | 6 | 0.039
nand3b | 6 | 0.047
nor3 | 3 | 0.016
or2 | 3 | 0.020
nand4 | 2 | 0.013
or3 | 2 | 0.013
or3b | 2 | 0.018
a21boi | 1 | 0.0079
inv | 1 | 0.0039
nand4b | 1 | 0.0092
o211a | 1 | 0.010
o41ai | 1 | 0.0092
cell type report:
| type | count | area (um^2) | share of cell area, % |
|---|---|---|---|
| timing repair buffer | 355 | 2900 | 2.67 |
| inverter | 1 | 3.75 | 0.00346 |
| clock inverter | 121 | 1330 | 1.22 |
| antenna | 9 | 22.5 | 0.0208 |
| multi-input combinational | 1952 | 31600 | 29.2 |
| sequential | 2112 | 62800 | 57.9 |
| clock buffer | 280 | 5780 | 5.33 |
| tap | 3167 | 3960 | 3.65 |
power groups by stage:
| stage | sequential, uW | clock (uW) | combinational, uW |
|---|---|---|---|
| final | 7770 | 6400 | 1260 |
| after global routing | 7770 | 6720 | 1340 |
| after CTS | 7770 | 6480 | 1260 |
Power figures rest on the tool's default switching activity, not on a simulated workload.
