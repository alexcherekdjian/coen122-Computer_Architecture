==> /design/flow/run.sh <==
#!/bin/bash
# OpenROAD 26Q1-2900-gdf79404cd8, Yosys 0.63+post, stock flow scripts
make -C /OpenROAD-flow-scripts/flow DESIGN_CONFIG=/design/flow/config.mk WORK_HOME=/design/flow/orfs finish
==> /design/flow/config.mk <==
export PLATFORM = sky130hd
export DESIGN_NAME = alu
export DESIGN_NICKNAME = alu
export VERILOG_FILES = /design/flow/design.v
export SDC_FILE = /design/flow/constraint.sdc
export NUM_CORES = 4
export LEC_CHECK = 1
export CORE_UTILIZATION = 50
==> /design/flow/constraint.sdc <==
current_design alu

set clk_period 20.7
set clk_io_pct 0.2

create_clock -name clk0 -period $clk_period

set non_clock_inputs [all_inputs -no_clocks]
set_input_delay [expr $clk_period * $clk_io_pct] -clock clk0 $non_clock_inputs
set_output_delay [expr $clk_period * $clk_io_pct] -clock clk0 [all_outputs]
==> /design/flow/design.v <==
module alu(A, B, Sel, N, Z, out);
    input [31:0] A;
    input [31:0] B;
    input [3:0] Sel;
    output reg N;
    output reg Z;
    output reg [31:0] out;
    always@(A,B,Sel)
    begin
        case(Sel)
            0: out = A + B;  
            1: out = A + 1;  
            2: out = (~A) + 1;  
            3: out = A + ((~B) + 1);  
            default: out = A;  
        endcase
    end
    always@(out)
    begin
        Z = 0;  
        if(out == 0)
            Z = 1;  
        N = 0;  
        if(out[31] == 1)
            N = 1;  
    end
endmodule
==> job_summary.md <==
## Synthesis and layout report

| Metric | Value |
|---|---|
| Final setup viols | 0 |
| Tool warning count | 65 |
| Yosys Warn Count | 1 |
| # rows | 40 |
| Max-Cap Viols | 0 |
| 1st-pass router iterations | 6 |
| Worst hold path type | in2out |
| Period minus WS final | 13.47 ns |
| DRC violations left | 0 |
| Post-Route Utilization | 60.2% |
| Gr usage total | 36.8% |
| Reg power frac | 0% |
| Critical Path AT | 9.33 ns |
| Startpoint Class | primary input |
| Crit. End Element | output port |
| Hold Violations, Final | 0 |
| Synthesized area per cell | 6.30 um^2 |
| Number of hold buffers added after cts | 0 |
| Core Util at FP | 51.8% |
| Die W | 114 um |
| Sequential element share of the synthesized area | 0% |
| First-pass GRT wire length | 37400 um |
| Initial antenna violation count | 0 |
| Ports | 102 |
| Comb area | 5740 um^2 |
| Switch Pwr | 0.000116 W |
| Pleak | 2.85 nW |
| CP max FO | 22 |
| RSZ-0062 raised after global routing | no |
| Slew Limit Fails | 0 |
| Status | complete, no violations |
| Flop count | 0 |
| Unique cell types | 82 |
| Routed WL | 24000 um |
| Tot Pwr | 0.000196 W |
| # fillers | 1203 |
| Via count | 7941 |
| Worst vdd ir | 14.1 uV |
| Vias in the first global route | 6837 |
| Power share of the clock group | 0% |
| TNS Setup | 0 ns |
| Share of cells above drive strength 1 | 4.14% |
| Yosys stat area | 6300 um^2 |
| DR WL/cell | 19.9 um |
| IO buf count | 102 |
| Final period util | 65.1% |
| DP Wirelength | 18800 um |
| Dominant cell area share | 12.5% |
| Post-synth top area cell | ha_1 |
| Post-Synthesis Cells | 999 |
| Max-slew headroom | 37.5% |
| Ranking of synthesized cells by area | ha_1 (13%), a21oi_1 (7.2%), nor2_1 (5.9%) |
| Worst Hold Depth | 4 |
| Total gr overflow | 0 |
| Combinational share of power | 100.0% |
| GPL Wtd Cong | 1.04 |
| Synthesized cell area | 6300 um^2 |
| Fmax | 0.0742 GHz |
| PD cells | 26.7 nW/um^2 |
| Synth-to-Final Area Change | 16.3% |
| Seq. cell area | 0 um^2 |
| Internal power | 0.0000796 W |
| Post-CTS setup buffer count | 0 |
| Crit path DRT | 16.56 ns |
| CLK BUF | 0 |
| Critical path class | in2out |
| Die height | 114 um |
| Largest net degree at the start of global routing | 38 |
| Cells resized by post-CTS repair | 0 |
| DR iter-0 viols | 870 |
| Chip area | 13000 um^2 |
| Slew @ Worst Pin | 0.928 ns |
| Number of vias per cell | 6.58 |
| Net Sw Frac | 59.3% |
| Yosys cell count | 999 |
| Diodes inserted | 0 |
| Core area | 12200 um^2 |
| Remaining antenna violation count | 0 |
## worst max-delay path, stage by stage
cell             delay [ns]
clkdlybuf4s50_1        1.01
nor4b_4                0.32
buf_4                  0.30
nand3_1                0.15
o22ai_1                0.64
nand4_1                0.46
mux2i_1                0.26
o221ai_1               0.18
a211oi_1               0.42
o211ai_1               0.17
nor4_1                 0.35
and4bb_1               0.26
and4b_1                0.20
clkdlybuf4s50_1        0.45
## layer usage
metal,track usage (%),share of wire (%),vias up
li1,-,-,3858
met2,56.0,43,454
met4,9.52,2.9,0
met3,4.58,10,54
met5,0,0,-
met1,54.8,44,3575
## layout make-up
| class | instances | area share [%] |
|---|---|---|
| repair buffers | 112 | 15.0 |
| inverters | 74 | 3.79 |
| multi-input cells | 853 | 78.4 |
| well taps | 168 | 2.87 |
## power groups by stage
stage                 logic [W]  registers [W]  clock network, W
after CTS              0.000191              0                 0
after global routing   0.000211              0                 0
final                  0.000196              0                 0
## logic make-up after synthesis
group | Yosys count | share of synthesized area, %
xor gates and xnor gates | 32 | 4.57
buffers and inverters | 146 | 9.06
and+or+nand+nor | 378 | 30.6
muxes | 27 | 4.39
adders and majority gates | 65 | 13.2
AOI/OAI and AO/OA | 351 | 38.2
## cells in the final DEF, fill, tap and decap left out, types with 12 or more instances in the layout
cell             synthesis  layout
nor2_1                  99      98
xnor2_1                 26      26
o31ai_1                 15      15
ha_1                    63      63
inv_1                   73      73
a21o_1                  20      20
nor2b_1                 13      13
nor4_1                  24      24
nor3_1                  31      31
and3_1                  12      12
nand3_1                 40      40
a31oi_1                 16      16
a21oi_1                 90      90
o211ai_1                17      17
nand4_1                 21      21
mux2i_1                 22      22
clkdlybuf4s50_1          0     102
nand2_1                 71      71
o21ai_0                 51      51
or3_1                   14      14
## metrics by stage
stage / hold slack, ns / cell area [um^2] / instances / setup slack, ns
3_5_place_dp: 9.42 / 7320 / 1207 / 7.42
2_1_floorplan: 8.35 / 6300 / 999 / 9.19
5_1_grt: 9.53 / 7320 / 1207 / 7.00
6_report: 9.43 / 7320 / 1207 / 7.23
3_3_place_gp: 9.42 / 7320 / 1207 / 7.40
4_1_cts: 9.43 / 7320 / 1207 / 7.40
## worst paths after layout
path	from	end	slack, ns
setup / recovery	Sel[1]	Z	7.23
hold / removal	A[0]	out[0]	9.43
## Yosys cell counts, types with 8 or more instances
master	count
nor2b_1	13
o22ai_1	11
or2_2	10
or3_1	14
o21a_1	8
nand2_1	71
ha_1	63
o211ai_1	17
a21o_1	20
mux2i_1	22
nand4_1	21
nand3_1	40
nor3_1	31
nor4_1	24
xnor2_1	26
clkbuf_1	53
a221oi_1	9
o21ai_0	51
and3_1	12
a21oi_1	90
nand2b_1	11
o31ai_1	15
inv_1	73
nor2_1	99
o221ai_1	8
a31oi_1	16
buf_2	9
a211oi_1	11
a211o_1	8
buf_1	8
Power figures rest on the tool's default switching activity, not on a simulated workload.
